==> design.v <==
module ysyx_24080014_rdin(
    input  [31:0] alu_out,
    input  [31:0] pc,
    input  [31:0] csr_rs1_data,
    input  [ 2:0] rd_ctl, 
    input  [31:0] imm,
    input  [31:0] read_data,
    input  [31:0] rs1_data,
    output [31:0] rd_data
);
assign rd_data = (rd_ctl == 3'b010) ?alu_out:
                 (rd_ctl == 3'b100) ?read_data:
                 (rd_ctl == 3'b011)? imm :
                 (rd_ctl == 3'b010)? alu_out :
                 (rd_ctl == 3'b110)? csr_rs1_data :
                 (rd_ctl == 3'b101)? rs1_data:
                 (rd_ctl == 3'b001)? (pc+4) : 32'b0;
endmodule                 
==> run.sh <==
#!/bin/bash
# OpenROAD 26Q1-2900-gdf79404cd8, Yosys 0.63+post, stock flow scripts
make -C /OpenROAD-flow-scripts/flow DESIGN_CONFIG=/design/flow/config.mk WORK_HOME=/design/flow/orfs finish
==> config.mk <==
export PLATFORM = sky130hd
export DESIGN_NAME = ysyx_24080014_rdin
export DESIGN_NICKNAME = ysyx_24080014_rdin
export VERILOG_FILES = /design/flow/design.v
export SDC_FILE = /design/flow/constraint.sdc
export NUM_CORES = 4
export LEC_CHECK = 1
export CORE_AREA = 10 10 97 97
export DIE_AREA = 0 0 107 107
==> constraint.sdc <==
current_design ysyx_24080014_rdin

set clk_period 9.3
set clk_io_pct 0.2

create_clock -name clk0 -period $clk_period

set non_clock_inputs [all_inputs -no_clocks]
set_input_delay [expr $clk_period * $clk_io_pct] -clock clk0 $non_clock_inputs
set_output_delay [expr $clk_period * $clk_io_pct] -clock clk0 [all_outputs]
==> impl_metrics.env <==
# physical design summary
export IMPL_status="complete, no violations"
export IMPL_maxCapViolations=0
export IMPL_viasPerCell=5.43
export IMPL_first_pass_iters=4
export IMPL_cp_data_arrival_time_ns=5.49
export IMPL_ys_area_mm2=0.00245
export IMPL_max_stage_delay_ns=0.72
export IMPL_antennaDiodeCount=0
export IMPL_cp_end_kind="output pin"
export IMPL_preCtsSetupSlack_ns=2.00
export IMPL_max_vdd_ir_drop_mv=0.0213
export IMPL_overflow=0
export IMPL_rows=31
export IMPL_finalSetupViolations=0
export IMPL_hold_viol_final=0
export IMPL_warnings=33
export IMPL_crit_path_start_kind="input pin"
export IMPL_gr_usage_met2=0.388
export IMPL_hold_path_class="input pin to output pin"
export IMPL_routed_wl_um=13500
export IMPL_rsz0062_at_grt="false"
export IMPL_wire_per_inst_um=20.1
export IMPL_drc=0
export IMPL_worst_setup_path_type="input pin to output pin"
export IMPL_ant_nets=0
export IMPL_p_int_uw=135
export IMPL_fin_setup_tns_ns=0
export IMPL_path_max_fanout=37
export IMPL_finalCriticalPeriod_ns=7.35
export IMPL_dpl_hpwl_um=11000
export IMPL_p_sw_frac=0.353
export IMPL_gr_usage_met3=0.0600
export IMPL_largest_area_cell="o21ai_0"
export IMPL_fin_crit_sh=0.791
export IMPL_seq_cells=0
export IMPL_grt_pass1_wl_um=20300
export IMPL_chip_area_mm2=0.0114
export IMPL_relSlewSlack=0.423
export IMPL_grt_busiest_layer="met2"
export IMPL_portBuffers=227
export IMPL_syn2layout_area_growth_pct=89.7
export IMPL_fin_ws_ns=1.95
export IMPL_synth_most_common_cell="o21ai_0"
export IMPL_cp_slowest_cell="nor3_2"
export IMPL_p_leak_nw=1.72
export IMPL_core_mm2=0.00729
export IMPL_p_sw_uw=73.7
export IMPL_top_area_frac=0.0920
export IMPL_grt_pass1_vias=3773
export IMPL_post_cts_setup_buffer_count=0
export IMPL_antenna_found_initial=0
export IMPL_comb_power_share=1.000
export IMPL_nClkBuffers=0
export IMPL_grt_start_max_net_pins=73
export IMPL_synthTopCellsByArea="o21ai_0 9.2%, a21oi_1 6.5%, xor2_1 4.6%, mux2_2 4.6%, nand2_1 4.4%"
export IMPL_synthCells=378
export IMPL_yosys_stat_seqShare=0
export IMPL_die_w_um=107
export IMPL_drive_above_1_share=0.0662
export IMPL_first_iter_violations=225
export IMPL_power_density_mw_per_mm2=44.9
export IMPL_p_seq_frac=0
export IMPL_pwr_share_clk=0
export IMPL_via_count=3653
export IMPL_grt_total_usage=0.220
export IMPL_cts_resized=0
export IMPL_gp_congestion=0.897
export IMPL_worstMarginPinSlew_ns=0.861
export IMPL_synth_distinct_cells=64
export IMPL_die_y_um=107
export IMPL_worstPathCellList="clkdlybuf4s50_1, buf_4, clkinv_1, buf_4, nor3_2, a222oi_1, o21ai_1, o211a_1, clkdlybuf4s50_1"
export IMPL_required_ns=7.44
export IMPL_max_freq_mhz=136
export IMPL_synth_warnings=0
export IMPL_use_met1=0.265
export IMPL_initCoreUtil=0.336
export IMPL_avgSynthCellArea_um2=6.48
export IMPL_syn_area_mm2=0.00245
export IMPL_yosys_cells=378
export IMPL_cts_hold_buf=0
export IMPL_io_pins=227
export IMPL_common_cells="45 x o21ai_0, 32 x a21oi_1, 29 x nand2_1"
export IMPL_slew_viol_final=0
export IMPL_seq_area_um2=0
-- power by group through the flow --
stage | Sequential [mW] | Combinational (mW) | Clock, mW
4_1_cts | 0 | 0.210 | 0
5_1_grt | 0 | 0.227 | 0
6_report | 0 | 0.209 | 0
-- cell usage in the layout, fill, tap and decap left out, drive strengths merged, types with 8 or more instances in the layout --
master,instances
a22oi,8
xor2,13
nand2,29
nor2,25
nor3,13
mux2i,10
o22ai,10
clkdlybuf4s50,225
mux2,10
xnor2,9
a221oi,10
a21oi,33
nand3,13
inv,12
a21o,9
a22o,10
o21ai,46
nand4,9
-- stage by stage --
stage | instance area (um^2) | total power [mW] | cells | util | hold slack, ns
6_report | 4650 | 0.209 | 673 | 0.637 | 4.65
5_1_grt | 4650 | 0.227 | 673 | 0.637 | 4.71
4_1_cts | 4650 | 0.210 | 673 | 0.637 | 4.67
3_5_place_dp | 4650 | 0.208 | 673 | 0.637 | 4.66
3_3_place_gp | 4650 | 0.208 | 673 | 0.637 | 4.66
2_1_floorplan | 2450 | 0.0775 | 378 | - | 3.79
-- cell type report --
class                      count  area, um^2
fill                         664        2650
timing repair buffer         232        2300
multi-input combinational    329        2170
tap                           99         124
inverter                      13        48.8
-- kinds of logic (layout without fill, tap and decap cells) --
family          count (synthesis)  after routing  synth area share
simple gates                  125            125             0.272
mux                            20             20            0.0869
buf+inv                        49            245             0.114
compound gates                161            161             0.443
xor+xnor                       22             22            0.0787
fa+ha+maj                       1              1           0.00511
-- layer usage --
metal  wire [um]  up-vias
met1        5470     1615
met5           0        -
met4         163        0
met2        6580      178
met3        1290       10
li1            -     1850
-- final timing paths --
path	cells past startpoint	end	startpoint
max	9	rd_data[5]	rd_ctl[0]
min	4	rd_data[11]	read_data[11]
-- critical path, delay by kind of cell --
| kind | cells | cell delay [ns] |
|---|---|---|
| buffers and inverters | 5 | 2.31 |
| AND/OR/NAND/NOR | 1 | 0.72 |
| AND-OR/OR-AND | 3 | 0.58 |
Power is estimated from default activity; no workload was simulated.
