### /design/flow/config.mk
export PLATFORM = sky130hd
export DESIGN_NAME = ysyx_24080014_alu
export DESIGN_NICKNAME = ysyx_24080014_alu
export VERILOG_FILES = /design/flow/design.v
export SDC_FILE = /design/flow/constraint.sdc
export NUM_CORES = 4
export LEC_CHECK = 1
export CORE_UTILIZATION = 40
### /design/flow/constraint.sdc
current_design ysyx_24080014_alu

set clk_period 18.5
set clk_io_pct 0.2

create_clock -name clk0 -period $clk_period

set non_clock_inputs [all_inputs -no_clocks]
set_input_delay [expr $clk_period * $clk_io_pct] -clock clk0 $non_clock_inputs
set_output_delay [expr $clk_period * $clk_io_pct] -clock clk0 [all_outputs]
### /design/flow/design.v
module ysyx_24080014_alu(
    input  [ 2:0] shamt_ctl, 
    input  [31:0] pc,
    input  Equal_ctl,
    input  [31:0] imm,
    input  [31:0] alu_rs1,
    input  signed  [31:0] rs1_data,
    input  [31:0] rd_data,
    input  signed [31:0] rs2_data,
    input  [31:0] alu_rs2,
    input  [ 3:0] alu_ctl,
    input  [ 2:0] eq_ctl,
    input  [ 2:0] eq1_ctr,
    input  [ 2:0] eq2_ctr,
    input  [ 2:0] compare_ctl,
    input  [ 5:0] shamt_right,
    input  [ 5:0] shamt_left,
    input  [ 2:0] and1_ctl,
    input  [ 2:0] and2_ctl,
    output rd_wirte,
    output [31:0] alu_out
);
wire [31:0] Add ;
wire [31:0] Sub ;
wire [31:0] Neg ;
wire [31:0] And ;
wire [31:0] Or ;
wire [31:0] Xor ;
wire [31:0] pc_add;
wire [31:0] eq_rs1;
wire [31:0] eq_rs2;
wire Compare ;
wire Equal ;
wire unsigned [31:0] compare_rs1;
wire unsigned [31:0] compare_rs2;
wire [31:0] and_rs1;
wire [31:0] and_rs2;
wire [31:0] logic_left_shift;
wire  compare_sign;
wire signed [31:0] compare_sign_rs1;
wire signed [31:0] compare_sign_rs2;
assign compare_sign_rs1 =   (compare_ctl == 3'b101)?rs1_data:
                            (compare_ctl == 3'b110)?rs1_data:
                            (compare_ctl == 3'b100)?rs1_data:32'b0;
assign compare_sign_rs2 =   (compare_ctl == 3'b101)?rs2_data:
                            (compare_ctl == 3'b110)?rs2_data:
                            (compare_ctl == 3'b100)?rs2_data:32'b0;
assign compare_sign = (compare_sign_rs1 < compare_sign_rs2)? 1: 0;
assign compare_rs1 = (compare_ctl == 3'b011)?$unsigned(rs1_data):
                     (compare_ctl == 3'b010)?$unsigned(alu_rs1):
                     (compare_ctl == 3'b000)?$unsigned(alu_rs1):
                     (compare_ctl == 3'b001)?$unsigned(rs1_data):32'b0;
assign compare_rs2 = (compare_ctl == 3'b011)?$unsigned(rs2_data):
                     (compare_ctl == 3'b010)?$unsigned(alu_rs2):
                     (compare_ctl == 3'b000)?$unsigned(alu_rs2):
                     (compare_ctl == 3'b001)?$unsigned(rs2_data):32'b0;
assign and_rs1     = (and1_ctl == 3'b001)?rs1_data : rs1_data;
assign and_rs2     = (and2_ctl == 3'b010)?imm : rs2_data;
assign eq_rs1 = (eq1_ctr == 3'b010)?rs1_data:rs1_data;
assign eq_rs2 = (eq2_ctr == 3'b010)?rs2_data:rs2_data;
assign pc_add = pc + 4 ;
assign Add = alu_rs1 + alu_rs2 ;
assign Sub = alu_rs1 - alu_rs2 ;
assign Neg = ~alu_rs1 ;
assign And = and_rs1 & and_rs2 ;
assign Or = alu_rs1 | alu_rs2 ;
assign Xor = alu_rs1 ^ alu_rs2 ;
assign Compare = (compare_rs1 < compare_rs2)? 1'b1 : 1'b0 ;
assign Equal =  (Equal_ctl == 1'b1)?
                    ((eq_rs1 == eq_rs2)?1'b1:1'b0):1'b0;
wire [31:0]tx;
assign tx ={imm[31:12],{12{1'b0}}};
wire [31:0] shamt_srai;
assign shamt_srai =rs1_data >>> shamt_right;
wire [31:0] shamt_sra;
assign shamt_sra =rs1_data >>> rs2_data;
assign alu_out =    (alu_ctl == 4'b0101)? Xor :
                    (alu_ctl == 4'b1000)?
                        ((shamt_ctl == 3'b011)?(rs1_data >> shamt_right):
                        (shamt_ctl == 3'b010)?({imm[31:12],{12{1'b0}}}):
                        (shamt_ctl == 3'b101)?(rs1_data <<rs2_data):
                        (shamt_ctl == 3'b001)?(rs1_data <<rs2_data[4:0]):
                        ((shamt_ctl == 3'b000)?(rs1_data <<shamt_left):(rs1_data<<shamt_left))): 
                    (alu_ctl == 4'b1001)?
                        ((shamt_ctl == 3'b011)?(shamt_srai):
                         (shamt_ctl == 3'b110)?(shamt_sra):
                         (shamt_ctl == 3'b100)?(rs1_data >> rs2_data):(rs1_data >> shamt_right)) : 
                    (alu_ctl == 4'b0111)?
                        ((eq_ctl == 3'b000)?
                            ((Equal == 1'b1)? Add : (pc+4)):
                        (eq_ctl == 3'b001)?
                            ((Equal == 1'b0)? Add : (pc+4)):pc+4
                        ):
                    (alu_ctl == 4'b0011)? And : 
                    (alu_ctl == 4'b0000)? Add :
                    (alu_ctl == 4'b0001)? Sub : 
                    (alu_ctl == 4'b0010)? Neg :   
                    (alu_ctl == 4'b0011)? And :
                    (alu_ctl == 4'b0100)? Or :
                    (alu_ctl == 4'b0101)? Xor :
                    (alu_ctl ==4'b0110)?
                        (compare_ctl == 3'b110)?
                            ((compare_sign != 1)? (pc+imm): pc+4):
                        (compare_ctl == 3'b101)?
                            ((compare_sign == 1)? (pc+imm): pc+4):
                        (compare_ctl == 3'b100)?
                            ((compare_sign == 1)?1:0):
                        (compare_ctl == 3'b011)?
                            ((Compare != 1)?pc+imm:pc+4):
                        (compare_ctl == 3'b010)?
                            ((Compare == 1)? 1:   0):
                        ((compare_ctl == 3'b000)?
                            ((Compare == 1)? 1:   0):
                        ((compare_ctl == 3'b001)?
                            ((Compare == 1)?(pc+imm):pc+4):pc+4)):32'b0;
endmodule
### /design/flow/run.sh
#!/bin/bash
# OpenROAD 26Q1-2900-gdf79404cd8, Yosys 0.63+post, stock flow scripts
make -C /OpenROAD-flow-scripts/flow DESIGN_CONFIG=/design/flow/config.mk WORK_HOME=/design/flow/orfs finish
==> results.toml <==
# synthesis and place-and-route metrics
[outcome]
status = "finished clean"

[detailed_routing]
drc = 0
initialDrtViolationCount = 4090
num_vias = 28700
wl_per_cell_um = 34.0
drt_pass1_iterations = 8
drt-total-wl_mm = 137
detail-route-antenna-nets = 0
via_per_inst = 7.13

[pwr]
p_sw_share_pct = 64.7
p_leak_uw = 0.00962
ir_drop_uv = 34.0
switching_power_uw = 571
power_density_mw_per_mm2 = 36.1
p_int_uw = 311
total_power_uw = 882

[floorplan]
initCoreUtil_pct = 40.5
coreArea_mm2 = 0.0526
dieWidth_um = 233
dieArea_mm2 = 0.0541
rows = 84
num_io_pins = 295
die_h_um = 233

[setup_path]
crit_path_end_kind = "output port"
critPathLaunchType = "input pin"
critPathKind = "in -> out"
cp.arrival_ns = 9.70
path_common_cell = "buf_4"
cp_max_fo = 63
cp_data_required_time_ns = 14.80
slowest_delay_ns = 0.75
crit_chain = "buf_2, buf_4, a21boi_4, buf_4, nand2_1, ha_1, nor3_1, a311oi_1, a2111oi_0, o41ai_1, o21ai_2, buf_4, o22ai_1, a21oi_1, o2bb2ai_1, a221oi_1, a211o_1, nand4_1, clkdlybuf4s50_1"
cpMaxStageDelayCell = "a2111oi_0"

[final_timing]
fin_crit_ns = 13.40
period_used_pct = 72.5
max_slew_margin_pct = 23.4
fin_setup_tns_ns = 0
rsz0062_at_grt = "no"
fmax_mhz = 74.6
whs_ns = 8.76
finalSetupViolCount = 0
tightest_slew_ns = 1.14
final_max_slew_viol_count = 0
hold_viol_final = 0

[worst_hold_path]
hold_start = "compare_ctl[0]"
hold_path_end = "alu_out[21]"
hold_depth = 5
hold_class = "in -> out"

[yosys]
yosysTopAreaCell = "ha_1"
area_leaders = "ha_1 (11%), mux2i_1 (9.1%), o21ai_0 (7.2%), nand2_1 (6.9%), mux4_2 (6.6%)"
mappedNetlistArea_mm2 = 0.0213
synth_cell_types = 88
netlist_top_cells_count = "nand2_1 (389), o21ai_0 (305), nor2_1 (276)"
synth_area_per_cell_um2 = 6.57
ys_cells = 3239
synth_top_area_share_pct = 11.1
top_cell = "nand2_1"
yosysWarnings = 1
yosys-stat-area_mm2 = 0.0213
ys_seq_share_pct = 0
synth_cells = 3239

[placed_design]
dp.cells = 4017
hpwl_mm = 106
gp_congestion = 1.17
numPortBuffers = 253
place_area_mm2 = 0.0244

[cts]
cts-resized-gates = 0
cts_hold_buf = 0
cts_setup_buffers = 0

[layout]
regArea_um2 = 0
synthToLayoutAreaGrowth_pct = 14.8
fin_area_mm2 = 0.0244
drive_above_1_share_pct = 8.23
instances_no_fill = 4025
seq_cells = 0
n_clock_buffer = 0

[job]
log.warning_count = 135
drv_cap = 0

[global_route]
antenna_found_initial = 12
grt_max_degree = 72
grt_overflow = 0
grt_pass1_vias = 25200
grt_pass1_wl_mm = 189
grt.total_usage_pct = 50.0
power by group through the flow:
stage / clock, uW / sequential, uW / combinational (uW)
4_1_cts: 0 / 0 / 830
5_1_grt: 0 / 0 / 913
routing by layer:
metal	GRT usage [%]	wire length, um	vias up
met5	3.49	253	-
met4	22.3	7910	18
met3	26.8	23400	409
met2	63.3	50400	2531
met1	68.4	55000	13400
li1	-	-	12300
logic make-up after synthesis:
kind of cell	after synthesis	synth area share, %
buf+inv	407	7.50
simple gates	1066	22.9
fa+ha+maj	191	11.3
compound gates	1137	34.5
xor+xnor	134	5.52
other cells	1	0.0176
mux	303	18.2
cells in the final DEF (no fill, tap or decap), types with 38 or more instances in the layout:
cell type,count
mux2_2,47
buf_4,114
clkdlybuf4s50_1,245
a211oi_1,42
a21oi_1,275
nor2_1,274
inv_1,126
o221ai_1,42
a31oi_1,67
o22ai_1,38
nand3_1,78
o21ai_0,305
ha_1,188
and2_1,47
xnor2_1,67
o211ai_1,53
nor3_1,73
mux2i_1,192
mux4_2,62
a221oi_1,45
nand2_1,389
xor2_1,67
through the flow:
| stage | utilization (%) | setup slack, ns |
|---|---|---|
| floorplan | - | 6.99 |
| global placement | 46.4 | 5.45 |
| detailed placement | 46.4 | 5.38 |
| CTS | 46.4 | 5.34 |
| global route | 46.4 | 4.98 |
| finish | 46.5 | 5.10 |
final cells by class:
class | instances | area, um^2
diodes | 8 | 20.0
fillers | 5252 | 28100
inverters | 131 | 492
multi-input cells | 2832 | 19700
well taps | 688 | 861
repair buffers | 366 | 3340
worst max-delay path, delay by kind of cell:
family	cells	cell delay [ns]
AND-OR/OR-AND	10	2.92
adder cells (fa/ha/maj)	1	0.31
buffers and inverters	5	2.17
AND/OR/NAND/NOR	3	0.45
worst max path at each step:
stage | to | slack (ns) | startpoint | depth (start not counted)
CTS | alu_out[26] | 5.34 | compare_ctl[2] | 19
global route | alu_out[26] | 4.98 | compare_ctl[2] | 19
finish | alu_out[1] | 5.10 | compare_ctl[2] | 19
Power figures rest on the tool's default switching activity, not on a simulated workload.
