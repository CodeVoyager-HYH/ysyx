$ cat flow/design.v
module ysyx_24080014_alu_in(
    input [31:0] rs1_data,
    input [31:0] rs2_data,
    input [31:0] pc,
    input [31:0] imm,
    input [31:0] csr_rs1_data,
    input reg [2:0] rs1_ctr,
    input reg [2:0] rs2_ctr,
    output [31:0] alu_rs1,
    output [31:0] alu_rs2
);
assign alu_rs1 = (rs1_ctr == 3'b000)? pc:
                 (rs1_ctr == 3'b001)? pc+4:
                 (rs1_ctr == 3'b010)? rs1_data:
                 (rs1_ctr == 3'b110)? csr_rs1_data:
                 (rs1_ctr == 3'b011)? imm: 32'b0;
assign alu_rs2 = (rs2_ctr == 3'b000)? pc:
                 (rs2_ctr == 3'b001)? pc+4:
                 (rs2_ctr == 3'b010)? rs2_data:
                 (rs2_ctr == 3'b110)? csr_rs1_data:
                 (rs2_ctr == 3'b011)? imm: 32'b0;
endmodule
$ cat flow/run.sh
#!/bin/bash
# OpenROAD 26Q1-2900-gdf79404cd8, Yosys 0.63+post, stock flow scripts
make -C /OpenROAD-flow-scripts/flow DESIGN_CONFIG=/design/flow/config.mk WORK_HOME=/design/flow/orfs finish
$ cat flow/config.mk
export PLATFORM = sky130hd
export DESIGN_NAME = ysyx_24080014_alu_in
export DESIGN_NICKNAME = ysyx_24080014_alu_in
export VERILOG_FILES = /design/flow/design.v
export SDC_FILE = /design/flow/constraint.sdc
export NUM_CORES = 4
export LEC_CHECK = 1
export CORE_AREA = 10 10 117 117
export DIE_AREA = 0 0 127 127
$ cat flow/constraint.sdc
current_design ysyx_24080014_alu_in

set clk_period 5.5
set clk_io_pct 0.2

create_clock -name clk0 -period $clk_period

set non_clock_inputs [all_inputs -no_clocks]
set_input_delay [expr $clk_period * $clk_io_pct] -clock clk0 $non_clock_inputs
set_output_delay [expr $clk_period * $clk_io_pct] -clock clk0 [all_outputs]
==> results_dict.tcl <==
# metrics dict for downstream scripts
set metrics [dict create \
    numPortBuffers 230 \
    crit_type "input port to output port" \
    slew_headroom_pct 48.6 \
    core_um2 11300 \
    grt_max_degree 56 \
    grtUsageTotal_pct 21.8 \
    hpwl_um 14600 \
    grt_pass1_vias 5080 \
    fin_crit_ns 4.89 \
    wl_per_cell_um 20.6 \
    die_area_um2 16100 \
    grt_pass1_wl_um 28800 \
    power.total_mw 0.471 \
    diodes 0 \
    drt-total-wl_um 18700 \
    io_pins 230 \
    fmax_mhz 204 \
    first_iter_violations 351 \
    nFillCells 1121 \
    finalCritPeriodShare_pct 89.0 \
    critPathLaunchType "input port" \
    floorplan.core_util_pct 30.7 \
    ant_nets 0 \
    worst_setup_path_end_kind "output port" \
    drc 0 \
    vias 5042 \
    outcome "finished clean" \
    seqCellArea_um2 0 \
    clock_buffers 0 \
    gr-total-overflow 0 \
    setup_viol 0 \
    drt-pass1-iter-count 5 \
    ys_seq_share_pct 0 \
    place.gp.congestion 0.944 \
    seq_cells 0 \
    synthCells 568 \
    area_growth_pct 67.8 \
    hold-path-endpoint "alu_rs1[2]" \
    synth_area_per_cell_um2 6.11 \
    combGateArea_um2 3140 \
    synth.distinct_cells 50 \
    yosys_warnings 0 \
    hold_depth 3 \
    ys_chip_area_um2 3470 \
    path_max_fanout 15 \
    hp-class "input port to output port" \
    antenna_found_initial 1 \
    mostFrequentLayoutCells "clkdlybuf4s50_1 (227), a21oi_1 (74), nand2_1 (58), o21ai_0 (45), mux2i_1 (44)" \
    hold_path_startpoint "rs1_ctr[2]" \
    openroad.warnings 32 \
    synth.cell_area_um2 3470 \
    lay_top_count "clkdlybuf4s50_1" \
    finalHoldViolations 0 \
    cts_resized 0 \
    drv_slew 0 \
    hold_buffers 0 \
    peakVddDrop_uv 56.3 \
    cp.required_ns 4.40 \
    die_w_um 127 \
    arrival_ns 3.79 \
    drive_above_1_share_pct 5.10 \
    p_leak_nw 2.28 \
    post_drt_via_cell_ratio 5.56 \
    worstMarginPinSlew_ns 0.770 \
    max_cap_violations 0 \
    num_rows 39 \
    setup_tns_ns 0 \
    rsz0062_at_grt "false" \
    p_per_area_nw_per_um2 80.9 \
    fp.dieH_um 127 \
    yosys-stat-cells 568 \
    post_cts_buffers 0 \
]
cell families (layout without fill, tap and decap cells):
kind of cell	after synthesis	in the layout	synth area share [%]
AOI/OAI and AO/OA	209	209	36.6
xor gates and xnor gates	30	30	7.57
adders and majority gates	1	1	0.360
buffers and inverters	71	267	9.44
and+or+nand+nor	213	213	33.3
muxes	44	44	12.7
how the worst max path moves through the flow:
stage | end | from | slack (ns)
6_report | alu_rs1[20] | pc[2] | 0.61
5_1_grt | alu_rs1[20] | pc[2] | 0.43
4_1_cts | alu_rs1[20] | pc[2] | 0.64
power by group:
part	internal, mW	total (mW)	switching, mW
logic	0.277	0.471	0.194
clock network	0	0	0
registers	0	0	0
total	0.277	0.471	0.194
through the flow:
stage	setup slack, ns	hold slack, ns	util [%]	area (µm²)	std cells
after floorplan	2.02	2.26	-	3470	568
after global placement	0.720	3.13	51.4	5820	907
after detailed placement	0.664	3.12	51.4	5820	907
after CTS	0.644	3.12	51.4	5820	907
after global routing	0.431	3.17	51.4	5820	907
final	0.606	3.12	51.4	5820	907
layer usage:
| layer | share of wire, % | wire length, µm | track usage [%] |
|---|---|---|---|
| met5 | 0.096 | 18 | 0 |
| met4 | 0.81 | 151 | 2.14 |
| met3 | 8.2 | 1540 | 5.20 |
| met2 | 47 | 8820 | 36.1 |
| met1 | 44 | 8130 | 29.1 |
synthesized netlist by cell type (all sizes together) (14+ instances only):
library cell / instances / area, µm²
a21o: 14 / 105
a21oi: 74 / 370
a22o: 15 / 131
buf: 23 / 136
clkbuf: 31 / 128
inv: 17 / 63.8
mux2i: 44 / 440
nand2: 61 / 236
nand3: 23 / 125
nand4: 19 / 155
nor2: 42 / 163
nor2b: 37 / 231
o21ai: 45 / 225
o22ai: 29 / 181
xor2: 26 / 228
layout make-up:
| type | instances | share of cell area (%) |
|---|---|---|
| well taps | 143 | 3.07 |
| repair buffers | 250 | 41.9 |
| multi-input cells | 497 | 54.0 |
| inverters | 17 | 1.10 |
worst max-delay path: stages:
cell             delay [ns]
clkdlybuf4s50_1        0.62
ha_1                   0.29
nand4_2                0.18
nor4_4                 0.27
buf_4                  0.27
nand4_1                0.14
xnor2_1                0.17
a21oi_1                0.24
clkdlybuf4s50_1        0.52
Power figures rest on the tool's default switching activity, not on a simulated workload.
